`./config.mk`:
```
export PLATFORM = sky130hd
export DESIGN_NAME = uart_tx
export DESIGN_NICKNAME = uart_tx
export VERILOG_FILES = /design/flow/design.v
export SDC_FILE = /design/flow/constraint.sdc
export NUM_CORES = 4
export LEC_CHECK = 1
export CORE_AREA = 10 10 102 102
export DIE_AREA = 0 0 112 112
```
`./run.sh`:
```
#!/bin/bash
# OpenROAD 26Q1-2900-gdf79404cd8, Yosys 0.63+post, stock flow scripts
make -C /OpenROAD-flow-scripts/flow DESIGN_CONFIG=/design/flow/config.mk WORK_HOME=/design/flow/orfs finish
```
`./constraint.sdc`:
```
current_design uart_tx

set clk_period 2.3
set clk_io_pct 0.2

create_clock -name clk0 -period $clk_period [get_ports {clk}]

set non_clock_inputs [all_inputs -no_clocks]
set_input_delay [expr $clk_period * $clk_io_pct] -clock clk0 $non_clock_inputs
set_output_delay [expr $clk_period * $clk_io_pct] -clock clk0 [all_outputs]
```
`./design.v`:
```
module parity_calc #(
    parameter WIDTH=8
) (
    input [WIDTH-1:0] P_DATA,
    input             DATA_VALID,
    input             PAR_TYP,
    input             clk,
    input             rst,
    output            parity_bit
);
wire even_parity, odd_parity;
wire data_xored;
reg [WIDTH-1:0] P_DATA_reg;
assign data_xored= ^P_DATA_reg;
assign even_parity=data_xored;
assign odd_parity=~data_xored;
assign parity_bit= (PAR_TYP)?odd_parity:even_parity;
always @(posedge clk or negedge rst) 
begin
    if(rst)
    begin
    P_DATA_reg<=P_DATA;
    end
    else
    begin
        P_DATA_reg<=0;
    end    
end
endmodule
module serializer #(   
    parameter 
    WIDTH=8,
    LIFT_SER_LOAD=0,
    SEL_START=1,
    SEL_STP=2,
    SEL_SRL=3,
    SEL_PAR=4
) (
    input [WIDTH-1 : 0]  P_DATA,
    input                serializer_load,
    input                start_signal,
    input [2:0]          current_state,
    input clk ,
    input rst ,
    output  reg          Busy,
    output  reg          SRL_OUT,
    output reg [3:0]     counter
);
reg [WIDTH-1 : 0] prallel_serial_reg;
always @(posedge clk or negedge rst) 
begin
    if(!rst)
    begin
        prallel_serial_reg<=0;
        SRL_OUT<=0;
    end
    else if(counter < WIDTH && !serializer_load & !start_signal)  
    begin
        {prallel_serial_reg[6:0],SRL_OUT}<= prallel_serial_reg;
    end
    else if(serializer_load == 1)
    begin
        prallel_serial_reg<=P_DATA;
    end
end
always @(*) 
begin
  if(counter < WIDTH+2 && !serializer_load && counter>0) 
      begin
        Busy=1;
      end
  else if (serializer_load)  
      begin
        Busy=0;
      end
  else if(counter == 0) 
      begin  
        Busy=0;
      end
  else
     begin
      Busy=1;
     end
end
always @(posedge clk or negedge rst) 
begin
    if(!rst)
    begin
        counter<=0;
    end
    else
    begin
     if(counter < WIDTH+2 && !serializer_load 
     && (current_state == SEL_START || current_state == SEL_SRL || (current_state == SEL_STP && counter == WIDTH+1)))
      begin
        counter<=counter+1;
      end
     else if(counter == WIDTH+2)  
      begin   
        counter<=0;
      end
    end
end
endmodule
module uart_tx #(
    parameter
    WIDTH=8,
    STOP=1,
    START =0,
    LIFT_SER_LOAD=0,
    SEL_START=1,
    SEL_STP=2,
    SEL_SRL=3,
    SEL_PAR=4
) (
    input [WIDTH-1:0] P_DATA,
    input             DATA_VALID,
    input             PAR_EN,
    input             PAR_TYP,
    input             clk,
    input             rst,
    output reg         TX_OUT,
    output             Busy
);
wire parity_bit;
wire SRL_OUT;
wire [3:0] counter;
wire[1:0] sel_line;
wire serializer_load;
wire start_signal;
wire [2:0] current_state;
uart_tx_FSM U0_FSM (
    .DATA_VALID(DATA_VALID),
    .SRL_done(SRL_done),
    .PAR_EN(PAR_EN),
    .counter(counter),
    .clk(clk),
    .rst(rst),
    .current_state(current_state),
    .serializer_load(serializer_load),
    .sel_line(sel_line),
    .start_signal(start_signal)
);
serializer U0_serializer(
    .P_DATA(P_DATA),
    .serializer_load(serializer_load),
    .start_signal(start_signal),
    .current_state(current_state),
    .clk(clk), .rst(rst),
    .counter(counter),
    .Busy(Busy),
    .SRL_OUT(SRL_OUT)
);
parity_calc U0_PARITY (
    .P_DATA(P_DATA),
    .PAR_TYP(PAR_TYP),
    .clk(clk), .rst(rst),
    .parity_bit(parity_bit)
);
always @(posedge clk or negedge rst) 
begin
if(rst)
begin
case (sel_line)
    SEL_START: TX_OUT<=START;
    SEL_STP:   TX_OUT<=STOP;
    SEL_SRL:   TX_OUT<=SRL_OUT;
    SEL_PAR: begin if(PAR_EN) TX_OUT<=parity_bit; else TX_OUT<=STOP; end
endcase
end
else
TX_OUT<=STOP;
end
endmodule
module uart_tx_FSM #(
    parameter 
    WIDTH=8,
    STOP=1,
    START =0,
    LIFT_SER_LOAD=0,
    SEL_START=1,
    SEL_STP=2,
    SEL_SRL=3,
    SEL_PAR=4
) (
   input DATA_VALID,
   input SRL_done,
   input PAR_EN,
   input [3:0] counter,
   input clk,
   input rst,
   output reg serializer_load,
   output reg [1:0] sel_line,
   output reg       start_signal,
   output reg [2:0] current_state
);
reg [2:0] next_state;
always @(posedge clk or negedge rst) 
begin
    if(!rst)
    begin
        current_state<=0;
    end
    else
    begin
        current_state<=next_state;
    end
end
always @(*) 
begin
    serializer_load=0;
    sel_line=0;
    start_signal=0;
    if(current_state == LIFT_SER_LOAD)
    begin
        serializer_load=1;
        sel_line=SEL_STP;
        start_signal=0;
    end
    else if(current_state == SEL_START)
    begin
        serializer_load=0;
        sel_line=SEL_START;
        start_signal=0;
    end
    else if(current_state == SEL_SRL)
    begin
        serializer_load=0;
        sel_line=SEL_SRL;
        start_signal=0;
    end
    else if(current_state == SEL_PAR)
    begin
        serializer_load=0;
        sel_line=SEL_PAR;
        start_signal=0;
    end
    else if(current_state == SEL_STP)
    begin
        serializer_load=0;
        sel_line=SEL_STP;
        start_signal=0;
    end
end
always @(*) 
begin
    case (current_state)
        LIFT_SER_LOAD:
        begin
            if(!DATA_VALID)
            next_state=SEL_START;
            else
            next_state=LIFT_SER_LOAD;
        end 
        SEL_START:
        begin
            next_state=SEL_SRL;
        end
        SEL_SRL:
        begin
            if(counter == WIDTH)
            begin
                if(!PAR_EN)
                next_state=SEL_STP;
                else
                next_state=SEL_PAR;
            end
            else
            next_state=SEL_SRL;
        end
        SEL_PAR:
        begin
            next_state=SEL_STP;
        end
        SEL_STP:
        begin
            if(DATA_VALID)
            next_state=LIFT_SER_LOAD;
            else
            next_state=SEL_STP;
        end
    endcase
end
endmodule
```
==> results.txt <==
run results: status finished, final reports clean, routed len/inst 8.860 um, IO Count 15, DIE AREA 0.01254 mm2, Final Skew roughly 0.00052 ns, H-tree depth 1, CTS Buf Count 3, Pwr Density approximately 440 mW/mm2, DR pass1 iterations 4, post-placement setup slack 0.3593 ns, worst setup margin ~0.15 ns, GRT overflow 0, Die X around 110 um, Hold EP U0_serializer.SRL_OUT, Worst Max-Slew Pin Slew around 0.28 ns, deepest clock path buffer count 2, family with the most delay on the worst path buffers and inverters, yosys stat area 955.9 um2, hold depth 1, initial core utilization a little under an eighth, synthesized area 955.9 um2, hold_buf cts 0, largest net degree at the start of global routing 18, placed instance area between 0.001 and 0.0015 mm2, critical-path maximum fanout 6, post-synthesis async set-or-reset flop share between 80 and 90%, FF-to-FF Start U0_FSM.current_state[1], Logic pwr share 6.2%, first-pass GRT wire length roughly 3400 um, number of cells in Yosys stat slightly above 90, Reg2Reg Setup Slack ~0.75 ns, final setup violation count 0, Hold Crit Start U0_serializer.prallel_serial_reg[0], post-CTS setup repair buffer count 0, Critical Path Max Stage Delay between 0.4 and 0.5 ns, FMAX between 400 and 500 MHz, Max-area cell share 41.88%, static leakage 0.5365 nW, Total Wirelength between 1500 and 2000 um, P&R area growth vs syn 31.94%, Die H about 110 um, dominant register cell dfrtp_1, Final Hold Viols 0, crit path kind reg -> out, register pins left without a clock 3, Critical R2R Capture U0_serializer.SRL_OUT, Startpoint Class flop, core area 0.008217 mm2, slowest stage cell, crit path clkdlybuf4s50_1, post-layout instance area 0.001261 mm2, relative slew slack between 80% and 90%, Top cells excl fill/tap dfrtp_1, clkdlybuf4s50_1, nor2_1, DRC 0, Worst Reg-to-Reg Cells 4, switching share of power approximately 19%, arrival time at the worst endpoint between 1.5 and 2 ns, placer congestion estimate ~0.80, Largest cells by area dfrtp_1, mux2i_1, dlxtn_1, OpenROAD warning count 28, fraction of layout cells with a size suffix above 1 10.91%, CTS tree done, number of flip-flops in the largest register 8, RSZ-0062 raised after global routing false, initial antenna violation count 0, net switching power between 0.1 and 0.15 mW, clk slew on worst S/H paths about 0.06 ns, DP HPWL approximately 1500 um, Seq pwr share a little under three fifths, Min Hold Slack slightly below 0.5 ns, Final ANT Viol Nets 0, Final period util 93.36%, Mapped Avg Cell Area between 10 and 15 um2, GRT Util Overall under 10%, post-CTS sizing 0, Cell variety after synth 32, crit-path cells inv_1 -> ha_1 -> nand2b_1 -> o21a_1 -> clkdlybuf4s50_1, post-route minimum period roughly 2.1 ns, EDFF count, synth 0, Crit. End Element output port, Post-synth regs 20, CP bufs+invs 2, vias slightly above 700, vias in the first global route ~770, number of unconstrained endpoints 6, Setup Total Neg Slack 0 ns, Pins Over Slew Limit 0, ANT cells 0, number of fill cells between 800 and 900, port bufs 13, DR iter-0 viols 19, Worst EP required 1.84 ns, area leader, netlist dfrtp_1, most frequent logic cell in the layout dfrtp_1, Max VDD drop 137.4 uV, Rows 33, Hold Crit Class reg -> reg, synthesized instance count around 93, Late-Pin Clk Latency approximately 0.24 ns, Int Pwr 0.4492 mW, Ys Warns 5, Clock power frac approximately two fifths, Max Cap Viol 0, Final Util roughly 15%, via-per-instance ratio between 3 and 4, root buffer cell clkbuf_8
-- routing by layer --
metal / part of all wire (%) / wire [um] / up-vias / track usage, %
li1: - / - / 362 / -
met1: 46 / 871 / 344 / 3.820
met2: 51 / 970 / 5 / 5.478
met3: 3.3 / 63 / 0 / 0.9772
met4: 0 / 0 / 0 / 0.1692
met5: 0 / 0 / - / 0
-- power by group through the flow --
stage	Clock, mW	Sequential (mW)	Combinational (mW)
6_report	0.211	0.307	0.0341
4_1_cts	0.221	0.307	0.0355
5_1_grt	0.234	0.307	0.0385
-- area by class of cell --
type | instances | area, um2 | share of cell area, %
flip-flops and latches | 20 | 473.0 | 37.50
well taps | 105 | 131.4 | 10.42
repair buffers | 17 | 160.2 | 12.70
clock buffers | 4 | 45.04 | 3.571
multi-input cells | 62 | 425.4 | 33.73
inverters | 7 | 26.28 | 2.083
-- metrics by stage --
step                power, mW  instances
floorplan              0.3189         93
global placement       0.3468        211
detailed placement     0.3474        211
CTS                    0.5635        215
global route           0.5790        215
finish                 0.5517        215
-- worst register-to-register path: cells and delay by family (launching register included) --
kind | cells | cell delay (ns)
DFF | 1 | 0.46
and+or+nand+nor | 2 | 0.46
muxes | 1 | 0.31
buffers and inverters | 1 | 0.21
-- kinds of logic (layout without fill, tap and decap cells) --
kind of cell	count (synthesis)	after routing	share of synthesized area, %
AND/OR/NAND/NOR	24	24	12.17
XOR/XNOR	1	1	0.9164
latches	3	3	4.712
buffers and inverters	11	28	6.152
AND-OR/OR-AND	25	25	17.41
multiplexers	9	9	10.08
adder cells (fa/ha/maj)	3	3	3.927
flip-flops	17	17	44.63
-- cell usage after synthesis, types with 2 or more instances --
| library cell | instances |
|---|---|
| dfrtp_1 | 16 |
| nor2_1 | 11 |
| a21oi_1 | 7 |
| inv_1 | 7 |
| mux2i_1 | 7 |
| o21ai_0 | 5 |
| nand2b_1 | 4 |
| dlxtn_1 | 3 |
| ha_1 | 3 |
| nand2_1 | 3 |
| a31oi_1 | 2 |
| buf_2 | 2 |
| buf_6 | 2 |
| nand3_1 | 2 |
| o21a_1 | 2 |
-- worst max path at each step --
| stage | from | end | depth (start not counted) |
|---|---|---|---|
| 5_1_grt | U0_serializer.counter[0] | Busy | 5 |
| 6_report | U0_serializer.counter[0] | Busy | 5 |
| 4_1_cts | U0_serializer.counter[1] | Busy | 5 |
No activity file was given, so power comes from the tool's default toggle rates.
